===== design.v =====
`timescale 1ns / 1ps
module AND(
    input wire A,
    input wire B,
    output wire Y
);
    assign Y = A & B;
endmodule
module data_memory(
    input  wire        clk,
    input  wire [31:0] addr,        
    input  wire [31:0] write_data,  
    input  wire        memwrite,    
    input  wire        memread,     
    output reg  [31:0] read_data    
);
    reg [31:0] data_mem [0:255];
    integer i;
    initial begin
        data_mem[0] = 32'b00000000000000000000000000000000;
        data_mem[1] = 32'b00000000000000000000000000000001;
        data_mem[2] = 32'b00000000000000000000000000000010;
        data_mem[3] = 32'b00000000000000000000000000000011;
        data_mem[4] = 32'b00000000000000000000000000000100;
        data_mem[5] = 32'b00000000000000000000000000000101;
        for (i = 6; i < 256; i = i + 1)
            data_mem[i] = 32'h0;
    end
    always @(posedge clk) begin
        if (memwrite)
            data_mem[addr[9:2]] <= write_data;  
    end
    always @(*) begin
        if (memread)
            read_data = data_mem[addr[9:2]];
        else
            read_data = 32'b0;
    end
endmodule
module mem_wb(
    input  wire        clk,
    input  wire [1:0]  WBControl,      
    input  wire [31:0] ReadData_in,    
    input  wire [31:0] ALUResult_in,   
    input  wire [4:0]  WriteReg_in,    
    output reg         regwrite,       
    output reg         memtoreg,       
    output reg [31:0]  ReadData_out,   
    output reg [31:0]  ALUResult_out,  
    output reg [4:0]   WriteReg_out    
);
    always @(posedge clk) begin
        memtoreg      <= WBControl[1]; 
        regwrite      <= WBControl[0]; 
        ReadData_out  <= ReadData_in;
        ALUResult_out <= ALUResult_in;
        WriteReg_out  <= WriteReg_in;
    end
endmodule
`timescale 1ns / 1ps
module memory(
    input  wire        clk,
    input  wire [31:0] ALUResult,
    input  wire [31:0] WriteData,
    input  wire [4:0]  WriteReg,
    input  wire [1:0]  WBControl,
    input  wire        MemWrite,
    input  wire        MemRead,
    input  wire        Branch,
    input  wire        Zero,
    output wire [31:0] ReadData,
    output wire [31:0] ALUResult_out,
    output wire [4:0]  WriteReg_out,
    output wire [1:0]  WBControl_out,
    output wire        PCSrc
);
    wire [31:0] read_in;
    AND andmem (
        .A(Branch),
        .B(Zero),
        .Y(PCSrc)
    );
    data_memory dm (
        .clk(clk),
        .addr(ALUResult),
        .write_data(WriteData),
        .memwrite(MemWrite),
        .memread(MemRead),
        .read_data(read_in)
    );
    mem_wb memwb (
        .clk(clk),
        .WBControl(WBControl),
        .ReadData_in(read_in),
        .ALUResult_in(ALUResult),
        .WriteReg_in(WriteReg),
        .regwrite(WBControl_out[1]),     
        .memtoreg(WBControl_out[0]),     
        .ReadData_out(ReadData),
        .ALUResult_out(ALUResult_out),
        .WriteReg_out(WriteReg_out)
    );
endmodule

===== run.sh =====
#!/bin/bash
# OpenROAD 26Q1-2900-gdf79404cd8, Yosys 0.63+post, stock flow scripts
make -C /OpenROAD-flow-scripts/flow DESIGN_CONFIG=/design/flow/config.mk WORK_HOME=/design/flow/orfs finish

===== config.mk =====
export PLATFORM = sky130hd
export DESIGN_NAME = memory
export DESIGN_NICKNAME = memory
export VERILOG_FILES = /design/flow/design.v
export SDC_FILE = /design/flow/constraint.sdc
export NUM_CORES = 4
export LEC_CHECK = 1
export CORE_UTILIZATION = 30
export SYNTH_MEMORY_MAX_BITS = 65536

===== constraint.sdc =====
current_design memory

set clk_period 38.7
set clk_io_pct 0.2

create_clock -name clk0 -period $clk_period [get_ports {clk}]

set non_clock_inputs [all_inputs -no_clocks]
set_input_delay [expr $clk_period * $clk_io_pct] -clock clk0 $non_clock_inputs
set_output_delay [expr $clk_period * $clk_io_pct] -clock clk0 [all_outputs]

==> impl_metrics.csv <==
group,metric,value,unit
clock_network,cts.sinks,8263,
placement,numPlacedInstances,28320,
detailed_routing,post-route-drc-count,0,
logic_synthesis,prevailing_logic_family_in_the_synthesized_netlist,"multiplexers",
clock_network,post_cts_repair_resize_count,0,
logic_synthesis,synth.cellmix.compoundShare,0.03350,
power,clockPowerShare,0.429,
timing,worst_path_setup_slack_after_routing,22.16,ns
detailed_routing,first_iter_violations,10310,
critical_path,timing.critical_path.cells,"clkdlybuf4s50_1, and2_1, clkdlybuf4s50_1",
floorplanning,initial_cell_density_of_the_core,0.3012,
detailed_routing,route.detailed.vias_per_inst,5.073,
flow_run,cap_viol_max_count,0,
final_layout,final-instance-count-excl-fill,29930,
floorplanning,die_width,1026,microns
critical_path,timing.reg2reg.worst_path_depth,6,
logic_synthesis,synthDistinctLibCells,52,
timing,clock.fmax,60.47,MHz
logic_synthesis,synth.cellmix.simpleShare,0.01441,
clock_network,clockBufferDepth,5,
detailed_routing,postRouteAntennaNets,0,
logic_synthesis,yosys_warnings,2,
floorplanning,chip_area,1052000,sq um
run_status,status,"complete, no violations",
logic_synthesis,post_synth_adder_cell_area,0,
global_routing,via_count_of_the_first_global_routing_pass,166500,
logic_synthesis,synth_seq_share,0.7873,
clock_network,cts_tree,"yes",
power,power_density,51.73,nW/um^2
timing,worst_slew_pin_slew,1.335,ns
clock_network,h_tree_depth,6,
critical_path,startpoint_type,"primary input",
worst_hold_path,min_path_type,"flip-flop to flip-flop",
floorplanning,floorplan.io_pins,148,
detailed_routing,wl_per_cell,29.38,microns
placement,postPlaceCellArea,337400,sq um
clock_network,cts.clk_slew.worst_paths,0.06,ns
critical_path,critical_path.endpoint_type,"output port",
global_routing,grt_util_all_layers,0.1779,
critical_path,worst-endpoint-arrival,8.80,ns
power,ir_drop,0.00004386,V
critical_path,crit_path_top_delay_cell,"sky130_fd_sc_hd__clkdlybuf4s50_1",
logic_synthesis,edf_count,8192,
power,cellLeakagePower,112.6,nW
critical_path,critical-path-top-cell-by-count,"sky130_fd_sc_hd__clkdlybuf4s50_1",
timing,rsz0062_at_grt,"false",
clock_network,clock_latency,1.12,ns
placement,pre_cts_ws,22.16,ns
detailed_routing,detailedRoute.firstPassIterationCount,8,
logic_synthesis,ys.flops,8263,
logic_synthesis,synthCells,14290,
timing,final.setup.tns,0,ns
power,int_power,14.84,mW
clock_network,hold_buffers,0,
logic_synthesis,synth.area.mux_share,0.1515,
clock_network,cts-root-buf,"sky130_fd_sc_hd__clkbuf_16",
logic_synthesis,yosys-stat-cells,14290,
detailed_routing,route.vias.total,151800,
flow_run,stage_log_warning_count,37,
timing,final_hold_viol_count,0,
global_routing,grt_first_pass_wirelength,1234000,microns
placement,dp.final_hpwl,507800,microns
worst_hold_path,whs_path_depth,3,
timing,fin_skew,0.1312,ns
final_layout,final_layout_size_suffix_gt1_frac,0.2597,
power,p_switching,4.033,mW
logic_synthesis,ys_dominant_reg_cell,"sky130_fd_sc_hd__edfxtp_1",
final_layout,finalCoreUtilization,0.3497,
global_routing,antenna_found_initial,49,
critical_path,worst-path-max-fanout,1,
logic_synthesis,synth_area_per_cell,21.99,sq um
power,power.share.switching,0.2137,
timing,final_min_period,16.54,ns
floorplanning,core_region_area,1044000,sq um
logic_synthesis,synthArstFlopShare,0,
logic_synthesis,mappedNetlistArea,314300,sq um
final_layout,layout-area-overhead-vs-synth,16.10,%
logic_synthesis,ys_area,314300,sq um
timing,maxSlewHeadroom,0.1037,
placement,portBuffers,147,
floorplanning,dieHeight,1026,microns
clock_network,postCtsSetupBuffers,0,
timing,final_min_period_over_clock_period,0.4273,
power,power_frac_comb,0.048,
timing,final_max_slew_viol_count,0,
floorplanning,core_rows,375,
critical_path,worst-setup-path-type,"primary input to output port",
timing,worst_hold_slack,0.7738,ns
placement,gp_congestion,0.8698,
final_layout,fin_area,364900,sq um
logic_synthesis,synth_xor_xnor_area_share,0,
clock_network,cts_buffers,848,
global_routing,grt_remaining_overflow,0,
power,power,18.88,mW
critical_path,max_stage_delay,0.47,ns
critical_path,required_arrival_time_at_the_worst_endpoint,30.96,ns
detailed_routing,routed_wl,879400,microns
global_routing,largest_net_degree_at_the_start_of_global_routing,141,
timing,setup_viol,0,
power,power_frac_seq,0.523,
## worst max-delay path: cells and delay by family
kind	cells	cell delay, ns
buffers and inverters	2	0.93
AND/OR/NAND/NOR	1	0.13
## path summary, 6_finish.rpt
kind	slack [ns]	startpoint	to
max	22.16	Branch	PCSrc
max reg2reg	35.02	dm.data_mem[233][24]$_DFFE_PP_	memwb.ReadData_out[24]$_SDFF_PN0_
min reg2reg	0.77	dm.data_mem[91][15]$_DFFE_PP_	memwb.ReadData_out[15]$_SDFF_PN0_
min	0.77	dm.data_mem[91][15]$_DFFE_PP_	memwb.ReadData_out[15]$_SDFF_PN0_
## layout make-up
class	instances	area, sq um
Fill cell	94610	678600
Sequential cell	8263	247400
Multi-Input combinational cell	5175	64790
Clock buffer	1049	22290
Tap cell	13950	17450
Timing Repair Buffer	927	7730
Clock inverter	488	4976
Antenna cell	74	185.2
Inverter	6	37.54
## cell usage after synthesis (all sizes together) (33+ instances only)
cell    count  area share
a211oi    150      0.0036
a21oi     294      0.0047
a221oi    124      0.0035
a22oi     387      0.0092
a31oi      63      0.0013
buf       443      0.0084
clkbuf    405      0.0048
dfxtp      71      0.0045
edfxtp   8192        0.78
mux2      131      0.0047
mux2i     803       0.026
mux4     1691        0.12
nand2     426      0.0051
nand3      48     0.00076
nand4      36     0.00072
nor2      326      0.0039
nor2b      99      0.0020
nor3       52     0.00086
o211ai     33     0.00079
o21ai     168      0.0027
o221ai     95      0.0026
o22ai      33     0.00066
## kinds of logic (layout without fill, tap and decap cells)
group | after synthesis | count (layout)
multiplexers | 2625 | 2625
AND-OR/OR-AND | 1509 | 1509
flip-flops | 8263 | 8263
buffers and inverters | 854 | 2470
AND/OR/NAND/NOR | 1041 | 1041
other | 0 | 74
## placed cells by master (no fill, tap or decap), drive strengths merged, types with 52 or more instances in the layout
master,netlist,final
o21ai,168,168
diode,0,74
a211oi,150,150
a31oi,63,63
mux2i,803,803
buf,443,820
bufinv,0,92
a22oi,387,387
edfxtp,8192,8192
dfxtp,71,71
nor3,52,52
a221oi,124,124
a21oi,294,294
mux2,131,131
clkdlybuf4s50,0,106
nor2b,99,99
o221ai,95,95
nor2,326,326
mux4,1691,1691
clkbuf,405,1050
nand2,426,426
clkinv,0,350
## per-layer routing
metal / GRT usage / share of wire
met5: 0.02550 / 0.0030
met4: 0.05472 / 0.039
met3: 0.1719 / 0.21
met2: 0.2581 / 0.45
met1: 0.1746 / 0.29
## power groups by stage
stage / Clock, mW / Sequential (mW) / Combinational (mW)
4_1_cts: 8.22 / 9.88 / 0.906
5_1_grt: 8.55 / 9.88 / 0.963
6_report: 8.10 / 9.88 / 0.902
## registers in the layout, indices dropped and copies added, names as in the netlist
signal,count
memwb.WriteReg_out,5
memwb.ReadData_out,32
dm.data_mem,8192
memwb.memtoreg,1
memwb.regwrite,1
memwb.ALUResult_out,32
No activity file was given, so power comes from the tool's default toggle rates.
