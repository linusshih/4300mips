==> flow/run.sh <==
#!/bin/bash
# OpenROAD 26Q1-2900-gdf79404cd8, Yosys 0.63+post, stock flow scripts
make -C /OpenROAD-flow-scripts/flow DESIGN_CONFIG=/design/flow/config.mk WORK_HOME=/design/flow/orfs finish
==> flow/config.mk <==
export PLATFORM = sky130hd
export DESIGN_NAME = decode
export DESIGN_NICKNAME = decode
export VERILOG_FILES = /design/flow/design.v
export SDC_FILE = /design/flow/constraint.sdc
export NUM_CORES = 4
export LEC_CHECK = 1
export CORE_UTILIZATION = 50
==> flow/constraint.sdc <==
current_design decode

set clk_period 3.7
set clk_io_pct 0.2

create_clock -name clk0 -period $clk_period [get_ports {clk}]

set non_clock_inputs [all_inputs -no_clocks]
set_input_delay [expr $clk_period * $clk_io_pct] -clock clk0 $non_clock_inputs
set_output_delay [expr $clk_period * $clk_io_pct] -clock clk0 [all_outputs]
==> flow/design.v <==
`timescale 1ns / 1ps
`timescale 1ns / 1ps
module control(
    input wire clk, rst,
    input wire [5:0] opcode,
    output reg [1:0] wb,
    output reg [2:0] mem,
    output reg [3:0] ex
);
    parameter RTYPE = 6'b000000;
    parameter LW = 6'b100011;  
    parameter SW = 6'b101011;  
    parameter BEQ = 6'b000100;  
    parameter NOP = 6'b100000;  
    initial begin
        wb = 2'd0;
        mem = 3'd0;
        ex = 4'd0;
    end
    always @(posedge clk) begin
        if (rst) begin
            wb <= 2'd0;
            mem <= 3'd0;
            ex <= 4'd0;
        end
        case (opcode)
            RTYPE: begin
                wb <= 2'b10;
                mem <= 3'b000;
                ex <= 4'b1100;
            end
            LW: begin
                wb <= 2'b11;
                mem <= 3'b010;
                ex <= 4'b0001;
            end
            SW: begin
                wb <= 2'b00;
                mem <= 3'b001;
                ex <= 4'b0001;
            end
            BEQ: begin
                wb <= 2'b00;
                mem <= 3'b100;
                ex <= 4'b0100;
            end
            default: begin 
                wb <= 2'b0;
                mem <= 3'b0;
                ex <= 4'b0;
            end
        endcase
    end
endmodule
`timescale 1ns / 1ps
module idExLatch(
    input wire clk, rst,
    input wire [1:0] ctl_wb,
    input wire [2:0] ctl_mem,
    input wire [3:0] ctl_ex,
    input wire [31:0] npc, readdat1, readdat2, sign_ext, 
    input wire [4:0] instr_bits_20_16, instr_bits_15_11, 
    output reg [1:0] wb_out, 
    output reg [2:0] mem_out,
    output reg [3:0] ctl_out,
    output reg [31:0] npc_out, readdat1_out, readdat2_out, sign_ext_out, 
    output reg [4:0] instr_bits_20_16_out, instr_bits_15_11_out
);
    always @(posedge clk) begin
        if (rst) begin
            wb_out <= 2'b00;
            mem_out <= 3'b000;
            ctl_out <= 4'b0000;
            npc_out <= 32'b0;
            readdat1_out <= 32'b0;
            readdat2_out <= 32'b0;
            sign_ext_out <= 32'b0;
            instr_bits_20_16_out <= 5'b00000;
            instr_bits_15_11_out <= 5'b00000;
        end
        else begin
            wb_out <= ctl_wb;
            wb_out <= ctl_wb;
            mem_out <= ctl_mem;
            ctl_out <= ctl_ex;
            npc_out <= npc;
            readdat1_out <= readdat1;
            readdat2_out <= readdat2;
            sign_ext_out <= sign_ext;
            instr_bits_20_16_out <= instr_bits_20_16;
            instr_bits_15_11_out <= instr_bits_15_11;
        end
    end    
endmodule
`timescale 1ns / 1ps
module regfile(
    input wire clk, rst, regwrite, 
    input wire [4:0] rs, rt, rd,
    input wire [31:0] writedata,
    output reg [31:0] A_readdat1, B_readdat2   
);
    reg [31:0] REG [0:31];
    initial begin
        REG[0] = 32'h002300AA;
        REG[1] = 32'h10654321;
        REG[2] = 32'h00100022;
        REG[3] = 32'h8C123456;
        REG[4] = 32'h8F123456;
        REG[5] = 32'hAD654321;
        REG[6] = 32'h60000066;
        REG[7] = 32'h13012345;
        REG[8] = 32'hAC654321;
        REG[9] = 32'h12012345;
    end
    always @(posedge clk) begin
        if (rst) begin
            A_readdat1 <= 32'b0;
            B_readdat2 <= 32'b0;
        end
        else begin
            if (regwrite) begin
                REG[rd] <= writedata;
            end
            else begin
                A_readdat1 <= REG[rs];
                B_readdat2 <= REG[rt];
            end 
        end
    end
endmodule
`timescale 1ns / 1ps
module signExt(
    input wire [15:0] immediate,
    output wire [31:0] extended
);
    assign extended = {{16{immediate[15]}}, immediate};
endmodule
module decode(
    input wire          clk,
                        rst,
                        wb_reg_write,
    input wire [4:0]    wb_write_reg_location,
    input wire [31:0]   mem_wb_write_data,
                        if_id_instr,
                        if_id_npc,
    output wire [1:0]   id_ex_wb,
    output wire [2:0]   id_ex_mem,
    output wire [3:0]   id_ex_execute,
    output wire [31:0]  id_ex_npc,
                        id_ex_readdat1,
                        id_ex_readdat2,
                        id_ex_sign_ext,
    output wire [4:0]   id_ex_instr_bits_20_16,
                        id_ex_instr_bits_15_11
);
    wire [31:0] sign_ext_internal;
    wire [31:0] readdat1_internal;
    wire [31:0] readdat2_internal;
    wire [1:0] wb_internal;
    wire [2:0] mem_internal;
    wire [3:0] ex_internal;
    signExt sE0 (
        .immediate(if_id_instr[15:0]),
        .extended(sign_ext_internal)
    );
    regfile rf0 (
        .clk(clk),
        .rst(rst),
        .regwrite(wb_reg_write),
        .rs(if_id_instr[25:21]),
        .rt(if_id_instr[20:16]),
        .rd(wb_write_reg_location),
        .writedata(mem_wb_write_data),
        .A_readdat1(readdat1_internal),
        .B_readdat2(readdat2_internal)
    );
    control c0 (
        .clk(clk),
        .rst(rst),
        .opcode(if_id_instr[31:26]),
        .wb(wb_internal),
        .mem(mem_internal),
        .ex(ex_internal)
    ); 
    idExLatch iEL0 (
        .clk(clk),
        .rst(rst),
        .ctl_wb(wb_internal),
        .ctl_mem(mem_internal),
        .ctl_ex(ex_internal),
        .npc(if_id_npc),
        .readdat1(readdat1_internal),
        .readdat2(readdat2_internal),
        .sign_ext(sign_ext_internal),
        .instr_bits_20_16(if_id_instr[20:16]),
        .instr_bits_15_11(if_id_instr[15:11]),
        .wb_out(id_ex_wb),
        .mem_out(id_ex_mem),
        .ctl_out(id_ex_execute),
        .npc_out(id_ex_npc),
        .readdat1_out(id_ex_readdat1),
        .readdat2_out(id_ex_readdat2),
        .sign_ext_out(id_ex_sign_ext),
        .instr_bits_20_16_out(id_ex_instr_bits_20_16),
        .instr_bits_15_11_out(id_ex_instr_bits_15_11)
    );
endmodule
==> results.py <==
# Generated from Yosys and OpenROAD reports
metrics = {
    "status": {
        "run_status": "complete, no violations",
    },
    "pwr": {
        "power.share.combinational": 0.091,
        "worst_voltage_drop_across_the_vdd_grid_mv": 0.4120,
        "powerDensity_mw_per_mm2": 495.4,
        "power.sequential.fraction": 0.481,
        "leakage_nw": 21.55,
        "p_switching_mw": 7.194,
        "net_switching_share_of_the_total_power": 0.2268,
        "p_int_mw": 24.52,
        "p_clk_frac": 0.428,
    },
    "floorplan": {
        "i_o_pin_total": 251,
        "rows": 120,
        "floorplan.initialDensity": 0.5064,
        "placeableCoreArea_mm2": 0.1074,
        "dieHeight_um": 331.7,
        "die-area_mm2": 0.1100,
        "floorplan.die.width_um": 331.7,
    },
    "placed_design": {
        "gp_congestion": 0.9251,
        "place.detailed.hpwl_um": 107700,
        "placedInstanceArea_mm2": 0.05949,
        "port_buffers": 249,
    },
    "critical_path": {
        "path_delay_family": "flip-flops",
        "critical_path.slowest_cell": "sky130_fd_sc_hd__dfxtp_1",
        "critPathRequiredTime_ns": 2.96,
        "setup.worst_path.end_class": "output port",
        "max_fo_critical_path": 18,
        "path_cells": "clkdlybuf4s50_1",
        "worst-path-buf-inv": 1,
        "worstSetupStartpointType": "flop",
        "timing.setup.critical_path_class": "reg -> out",
        "maximum_cell_stage_delay_along_the_critical_path_ns": 0.60,
        "arrival_ns": 1.90,
    },
    "detailed_routing": {
        "wirelength_met1_um": 55060,
        "via_count": 31750,
        "detail_route.wl_per_cell_um": 33.73,
        "route.detailed.vias_per_inst": 6.413,
        "routed.top_layer": "met5",
        "drcViolationCount": 0,
        "first_iter_violations": 2027,
        "detail_route.wirelength_um": 167000,
        "met3_wirelength_um": 29750,
        "met2_length_um": 75710,
        "drtAntennaViolNets": 0,
        "first_pass_iters": 8,
    },
    "worst_hold_path": {
        "hold_class": "in -> reg",
    },
    "cts": {
        "cts.clk_slew.worst_paths_ns": 0.06,
        "cts_inserted_buffers": 135,
        "cts_htree_levels": 4,
        "cts_hold_buf": 0,
        "cts_setup_buffers": 0,
        "tritoncts_num_sinks": 1221,
        "cts_root_buffer": "sky130_fd_sc_hd__clkbuf_16",
        "max-clock-path-buffers": 3,
        "cts.repair.resized": 0,
        "clkLatencyLatePin_ns": 0.75,
        "clock_tree_from_tritoncts": "yes",
    },
    "sta": {
        "fin_worst_hold_slack_ns": 0.3546,
        "period_used_share": 0.7148,
        "clock.fmax_mhz": 378.1,
        "setup_viol": 0,
        "fin_crit_ns": 2.645,
        "maxSlewHeadroom": 0.3254,
        "final.setup_skew_ns": 0.01886,
        "worst_pin_slew_ns": 1.006,
        "timing.setup.tns_ns": 0,
        "setup_repair_after_global_routing_missed_its_margin": "no",
        "count_of_final_max_slew_check_failures": 0,
        "finalHoldViolCount": 0,
    },
    "flow_run": {
        "warnings": 29,
        "maxCapViolations": 0,
    },
    "grt": {
        "grt_antenna_before_repair": 7,
        "overflow": 0,
        "grt_usage": 0.3426,
        "first_global_vias": 35040,
        "grt_pass1_wl_um": 240300,
        "pin_count_of_the_biggest_net_entering_global_routing": 114,
    },
    "finish": {
        "post_route_cells_drive_above_1_share": 0.2810,
        "finish.instance_area_mm2": 0.06402,
        "final.fill_count": 7559,
        "most_used_logic_cell_in_the_final_layout": "sky130_fd_sc_hd__edfxtp_1",
        "syn_to_final_growth_pct": 17.76,
        "most-common-layout-cells": "sky130_fd_sc_hd__edfxtp_1 (1,024), sky130_fd_sc_hd__mux4_2 (384), sky130_fd_sc_hd__mux2i_1 (320)",
    },
    "logic_synthesis": {
        "yosys-stat-area_mm2": 0.05436,
        "syn_area_per_cell_um2": 17.55,
        "async_flop_share": 0,
        "number_of_flops_mapped_to_enable_cells_by_yosys": 1024,
        "ys_cells": 3097,
        "syn-cell-area_mm2": 0.05436,
        "yosysWarningCount": 3,
        "ys.flop_type": "sky130_fd_sc_hd__edfxtp_1",
        "postSynthRegisterBits": 1221,
        "yosys.stat.seqShare": 0.6382,
        "number_of_unique_standard_cell_types_used_by_synthesis": 35,
        "synthCells": 3097,
    },
}
## cell usage after synthesis, drive strengths merged, types with 64 or more instances
cell type  count  area, µm²
mux2i        320       3203
buf          149       1114
a211oi        64      530.5
nor2b        130      813.3
mux2          64      720.7
mux4         384       8648
dfxtp        197       3944
nand2        134      503.0
nor2         109      409.1
clkbuf       108      405.4
nand3         65      325.3
a32oi         64      560.5
a22oi         64      480.5
inv           68      255.2
a221oi       128       1534
edfxtp      1024      30750
## power by group through the flow
stage                 clock [mW]  sequential [mW]  combinational [mW]
after CTS                   13.8             15.3                2.90
after global routing        14.3             15.3                3.08
final                       13.6             15.3                2.90
## sequential cells by signal, summed over array words and instances, names as in the netlist, 4 cells and up
name	flops
iEL0.readdat2_out	32
rf0.B_readdat2	32
rf0.REG	1024
iEL0.instr_bits_15_11_out	4
iEL0.instr_bits_20_16_out	5
iEL0.sign_ext_out	12
iEL0.readdat1_out	32
iEL0.npc_out	32
rf0.A_readdat1	32
## final timing paths
check	depth (start not counted)	slack (ns)	from	endpoint
worst max register to register	4	1.63	rf0.REG[11][30]	rf0.A_readdat1[30]
worst max-delay path	1	1.06	iEL0.sign_ext_out[15]	id_ex_sign_ext[19]
worst min-delay path	2	0.35	rst	iEL0.readdat2_out[31]
worst min register to register	1	0.44	c0.mem[1]	iEL0.mem_out[1]
## area by class of cell
cell class | count | area, µm² | area share
antenna | 2 | 5.005 | 0.00007818
multi-input combinational | 1551 | 18230 | 0.2848
inverter | 68 | 255.2 | 0.003987
clock inverter | 58 | 579.3 | 0.009050
clock buffer | 191 | 3940 | 0.06155
tap | 1403 | 1755 | 0.02742
timing repair buffer | 456 | 4557 | 0.07118
sequential | 1221 | 34690 | 0.5420
## cells by family (layout without fill, tap and decap cells)
group | count (synthesis) | after routing | share of synthesized area
buf+inv | 325 | 773 | 0.03264
flops | 1221 | 1221 | 0.6382
compound gates | 323 | 323 | 0.05743
other cells | 1 | 3 | 0.00006898
simple gates | 459 | 459 | 0.04039
mux | 768 | 768 | 0.2313
## routing by layer
| metal | vias up | global-route usage |
|---|---|---|
| li1 | 13360 | - |
| met1 | 15700 | 0.4408 |
| met3 | 355 | 0.2596 |
| met5 | - | 0.02953 |
| met2 | 2312 | 0.4788 |
| met4 | 18 | 0.09144 |
## through the flow
stage / setup WS (ns) / cells / utilization / power (mW)
finish: 1.055 / 4950 / 0.5963 / 31.71
detailed placement: 0.4485 / 4699 / 0.5542 / 18.42
global route: 0.9330 / 4948 / 0.5963 / 32.61
floorplan: 0.2084 / 3097 / - / 17.08
CTS: 0.9987 / 4948 / 0.5963 / 31.90
global placement: 0.4354 / 4699 / 0.5542 / 18.40
Power is estimated from default activity; no workload was simulated.
