`constraint.sdc`:
```
current_design instrMem

set clk_period 1.3
set clk_io_pct 0.2

create_clock -name clk0 -period $clk_period

set non_clock_inputs [all_inputs -no_clocks]
set_input_delay [expr $clk_period * $clk_io_pct] -clock clk0 $non_clock_inputs
set_output_delay [expr $clk_period * $clk_io_pct] -clock clk0 [all_outputs]
```
`run.sh`:
```
#!/bin/bash
# OpenROAD 26Q1-2900-gdf79404cd8, Yosys 0.63+post, stock flow scripts
make -C /OpenROAD-flow-scripts/flow DESIGN_CONFIG=/design/flow/config.mk WORK_HOME=/design/flow/orfs finish
```
`config.mk`:
```
export PLATFORM = sky130hd
export DESIGN_NAME = instrMem
export DESIGN_NICKNAME = instrMem
export VERILOG_FILES = /design/flow/design.v
export SDC_FILE = /design/flow/constraint.sdc
export NUM_CORES = 4
export LEC_CHECK = 1
export CORE_AREA = 10 10 70 70
export DIE_AREA = 0 0 80 80
```
`design.v`:
```
module instrMem (
    input wire clk,
    input wire rst,
    input wire [31:0] addr,
    output reg [31:0] data
);
    reg [31:0] mem [0:31];
    initial begin
        mem[0]  = 32'b10001100000000010000000000000001;
        mem[1]  = 32'b10001100000000100000000000000010;
        mem[2]  = 32'b10001100000000110000000000000011;
        mem[3]  = 32'b10000000000000000000000000000000;
        mem[4]  = 32'b10000000000000000000000000000000;
        mem[5]  = 32'b00000000001000100000100000100000;
        mem[6]  = 32'b10000000000000000000000000000000;
        mem[7]  = 32'b10000000000000000000000000000000;
        mem[8]  = 32'b10000000000000000000000000000000;
        mem[9]  = 32'b00000000001000110000100000100000;
        mem[10] = 32'b10000000000000000000000000000000;
        mem[11] = 32'b10000000000000000000000000000000;
        mem[12] = 32'b10000000000000000000000000000000;
        mem[13] = 32'b00000000001000010000100000100000;
        mem[14] = 32'b10000000000000000000000000000000;
        mem[15] = 32'b10000000000000000000000000000000;
        mem[16] = 32'b10000000000000000000000000000000;
        mem[17] = 32'b10000000000000000000000000000000;
        mem[18] = 32'b00000000001000000000100000100000;
        mem[19] = 32'b10000000000000000000000000000000;
        mem[20] = 32'b10000000000000000000000000000000;
        mem[21] = 32'b10000000000000000000000000000000;
        mem[22] = 32'b10000000000000000000000000000000;
        mem[23] = 32'b10000000000000000000000000000000;
    end
    always @(*) begin
        data = mem[addr[31:2]];
    end
endmodule
```
==> CHANGELOG.md <==
### Physical design

* HP Class: input pin to output pin
* P&R area growth vs syn at 69.2%
* Cycle use final at 119%
* Max VDD drop at 86.6 uV
* FF/Latch Area at 0 sq um
* Tool warnings at 67
* Post-route ant nets at 0
* Die area at 6400 sq um
* Hold EP: data[11]
* Wire length on met2 at 533 microns
* Initial drt markers at 3
* Fillers at 394
* Sequential share of the synthesized area at 0%
* Min-delay src: addr[6]
* Antenna violations before repair at 0
* Pre-antenna DRT Iters at 2
* Total grt overflow at 0
* Unrepaired setup endpoints after global routing: yes
* Top sig layer: met3
* Distinct lib cells at 14
* Seq Cell Count at 0
* Init Core Util at 10.2%
* Failing checks: negative setup slack
* First-pass GRT wire length at 1550 microns
* Arrival @ worst endpoint at 1.28 ns
* DR WL met3 at 91 microns
* Fin crit period at 1.54 ns
* Hold path cells at 3
* Final Wtd Congestion at 0.781
* Pint at 79.2 uW
* Worst hold margin at 0.813 ns
* Sw Share at 42.0%
* Leakage power total at 0.300 nW
* Worst Slack Setup Final at -0.241 ns
* Buffers on Ports at 15
* CP Max Fanout at 3
* Part of the power in combinational logic at 100.0%
* Vias per Instance at 2.68
* Die Y at 80 microns
* Worst setup path class: input pin to output pin
* Final wirelength at 1090 microns
* WL/cell at 9.27 microns
* Highest clock rate at 0.649 GHz
* Worst endpoint required time at 1.04 ns
* DP HPWL at 920 microns
* Die width at 80 microns
* Worst setup SP type: input pin
* Cell area after synthesis at 349 sq um
* Largest net degree at the start of global routing at 6
* Vias post-DR at 313
* Yosys stat chip area at 349 sq um
* Layout cells sized above 1 at 59.2%
* Max Cap Viol at 0
* Psw at 57.2 uW
* Total Power at 136 uW
* Cell Rows at 21
* Clock buffers at 0
* I/O pins at 66
* Mapped Cells at 48
* Overall global routing resource usage at 2.86%
* Ant diodes at 0
* Power Density at 231 nW/um^2
* Max Slew Vio Count at 0
* DRC at 0
* Core box area at 3420 sq um
* Avg Inst Size Synth at 7.27 sq um
* Layout Utilization at 17.3%
* Yosys Instances at 48
* Wl on met1 at 460 microns
* Warnings, synthesis at 1
* Flop pwr share at 0%
* Hold Violations, Final at 0
* # hold bufs at CTS at 0
* CP Capture Type: output pin
* Setup-failing EPs final at 7
* Clock power frac at 0%
* Vias in the first global route at 323
* Outcome: finished with violations
[repair_timing]
item / CTS / global route
endpoints found under the setup margin: 10 / 10
pin swaps: 9 / 10
gates resized: 54 / 22
buffers inserted: 4 / 2
[synthesized netlist by cell type]
master	instances	share of area, %
a21oi_1	1	1.4
a22oi_1	1	2.2
buf_4	25	54
conb_1	1	1.1
ha_1	4	14
inv_1	3	3.2
nand2_1	1	1.1
nand3b_1	1	2.2
nor2_1	6	6.5
o211ai_2	1	3.6
o31a_2	1	2.9
o31ai_1	1	2.2
or3_1	1	1.8
or4b_4	1	3.9
[final cells by class]
type                       instances  area [sq um]  share of cell area [%]
tap                               46          57.6                    9.75
timing repair buffer              27           211                    35.8
multi-input combinational         41           298                    50.4
inverter                           3          23.8                    4.03
[power groups by stage]
stage	Clock, mW	Sequential (mW)	Combinational, mW
5_1_grt	0	0	0.153
4_1_cts	0	0	0.126
6_report	0	0	0.136
[layer usage]
layer | vias to the layer above | GRT usage (%)
met2 | 18 | 5.06
met5 | - | 0
met3 | 0 | 0.795
met1 | 140 | 3.56
met4 | 0 | 0
li1 | 155 | -
[how the worst max path moves through the flow]
stage	from	endpoint	slack, ns	cells after the start
5_1_grt	addr[3]	data[17]	-0.31	8
4_1_cts	addr[3]	data[5]	-0.39	8
6_report	addr[3]	data[5]	-0.24	7
[through the flow]
stage	setup WS, ns	area [sq um]	instances	setup TNS, ns
finish	-0.241	591	117	-1.13
global route	-0.314	591	117	-1.42
CTS	-0.386	579	118	-2.55
detailed placement	-1.08	541	114	-9.09
global placement	-1.07	541	114	-9.16
floorplan	-0.0753	453	69	-0.151
[cells by family after synthesis]
family	after synthesis	share of synthesized area [%]
buf+inv	28	57.0
fa+ha+maj	4	14.3
simple gates	10	15.4
other cells	1	1.07
compound gates	5	12.2
[placed cells by master (no fill, tap or decap)]
cell      instances
a21oi_2           1
a22oi_2           1
buf_12            1
buf_2             9
buf_4             8
buf_6             5
buf_8             1
clkbuf_2          3
conb_1           22
ha_1              2
ha_4              2
inv_1             1
inv_12            1
inv_2             1
nand2_1           1
nand3b_1          1
nor2_1            2
nor2_2            1
nor2_4            3
o211ai_2          1
o31a_2            1
o31ai_2           1
or3_4             1
or4b_4            1
[critical path, cell delays in order]
cell and delay, ns:
buf_12 0.11, inv_12 0.04, ha_4 0.12, inv_2 0.04, or4b_4 0.49, o211ai_2 0.09
buf_2 0.13
Power figures rest on the tool's default switching activity, not on a simulated workload.
